==> design/flow/design.v <==
module sbox_inverse_mid(
    input  [20:0] x,
    output [17:0] y
);
    wire t0  = x[ 3] ^ x[12];
    wire t1  = x[ 9] & x[ 5];
    wire t2  = x[17] & x[ 6];
    wire t3  = x[10] ^ t1   ;
    wire t4  = x[14] & x[ 0];
    wire t5  = t4    ^ t1   ;
    wire t6  = x[ 3] & x[12];
    wire t7  = x[16] & x[ 7];
    wire t8  = t0    ^ t6   ;
    wire t9  = x[15] & x[13];
    wire t10 = t9    ^ t6   ;
    wire t11 = x[ 1] & x[11];
    wire t12 = x[ 4] & x[20];
    wire t13 = t12   ^ t11  ;
    wire t14 = x[ 2] & x[ 8];
    wire t15 = t14   ^ t11  ;
    wire t16 = t3    ^ t2   ;
    wire t17 = t5    ^ x[18];
    wire t18 = t8    ^ t7   ;
    wire t19 = t10   ^ t15  ;
    wire t20 = t16   ^ t13  ;
    wire t21 = t17   ^ t15  ;
    wire t22 = t18   ^ t13  ;
    wire t23 = t19   ^ x[19];
    wire t24 = t22   ^ t23  ;
    wire t25 = t22   & t20  ;
    wire t26 = t21   ^ t25  ;
    wire t27 = t20   ^ t21  ;
    wire t28 = t23   ^ t25  ;
    wire t29 = t28   & t27  ;
    wire t30 = t26   & t24  ;
    wire t31 = t20   & t23  ;
    wire t32 = t27   & t31  ;
    wire t33 = t27   ^ t25  ;
    wire t34 = t21   & t22  ;
    wire t35 = t24   & t34  ;
    wire t36 = t24   ^ t25  ;
    wire t37 = t21   ^ t29  ;
    wire t38 = t32   ^ t33  ;
    wire t39 = t23   ^ t30  ;
    wire t40 = t35   ^ t36  ;
    wire t41 = t38   ^ t40  ;
    wire t42 = t37   ^ t39  ;
    wire t43 = t37   ^ t38  ;
    wire t44 = t39   ^ t40  ;
    wire t45 = t42   ^ t41  ;
    assign y[ 0] = t38 & x[ 7];
    assign y[ 1] = t37 & x[13];
    assign y[ 2] = t42 & x[11];
    assign y[ 3] = t45 & x[20];
    assign y[ 4] = t41 & x[ 8];
    assign y[ 5] = t44 & x[ 9];
    assign y[ 6] = t40 & x[17];
    assign y[ 7] = t39 & x[14];
    assign y[ 8] = t43 & x[ 3];
    assign y[ 9] = t38 & x[16];
    assign y[10] = t37 & x[15];
    assign y[11] = t42 & x[ 1];
    assign y[12] = t45 & x[ 4];
    assign y[13] = t41 & x[ 2];
    assign y[14] = t44 & x[ 5];
    assign y[15] = t40 & x[ 6];
    assign y[16] = t39 & x[ 0];
    assign y[17] = t43 & x[12];
endmodule
module sbox_top(
input  [7:0]  x,
output [20:0] y
);
    wire y0  = x[ 0] ;
    wire y1  = x[ 7] ^ x[ 4];
    wire y2  = x[ 7] ^ x[ 2];
    wire y3  = x[ 7] ^ x[ 1];
    wire y4  = x[ 4] ^ x[ 2];
    wire t0  = x[ 3] ^ x[ 1];
    wire y5  = y1    ^ t0   ;
    wire t1  = x[ 6] ^ x[ 5];
    wire y6  = x[ 0] ^ y5   ;
    wire y7  = x[ 0] ^ t1   ;
    wire y8  = y5    ^ t1   ;
    wire t2  = x[ 6] ^ x[ 2];
    wire t3  = x[ 5] ^ x[ 2];
    wire y9  = y3    ^ y4   ;
    wire y10 = y5    ^ t2   ;
    wire y11 = t0    ^ t2   ;
    wire y12 = t0    ^ t3   ;
    wire y13 = y7    ^ y12  ;
    wire t4  = x[ 4] ^ x[ 0];
    wire y14 = t1    ^ t4   ;
    wire y15 = y1    ^ y14  ;
    wire t5  = x[ 1] ^ x[ 0];
    wire y16 = t1    ^ t5   ;
    wire y17 = y2    ^ y16  ;
    wire y18 = y2    ^ y8   ;
    wire y19 = y15   ^ y13  ;
    wire y20 = y1    ^ t3   ;
    assign y[0 ] = y0 ;
    assign y[1 ] = y1 ;
    assign y[10] = y10;
    assign y[11] = y11;
    assign y[12] = y12;
    assign y[13] = y13;
    assign y[14] = y14;
    assign y[15] = y15;
    assign y[16] = y16;
    assign y[17] = y17;
    assign y[18] = y18;
    assign y[19] = y19;
    assign y[2 ] = y2 ;
    assign y[20] = y20;
    assign y[3 ] = y3 ;
    assign y[4 ] = y4 ;
    assign y[5 ] = y5 ;
    assign y[6 ] = y6 ;
    assign y[7 ] = y7 ;
    assign y[8 ] = y8 ;
    assign y[9 ] = y9 ;
endmodule
module sbox_out(
    input   [17:0] x,
    output  [ 7:0] y
);
    wire t0  = x[11] ^ x[12];
    wire t1  = x[0]  ^ x[6];
    wire t2  = x[14] ^ x[16];
    wire t3  = x[15] ^ x[5];
    wire t4  = x[4]  ^ x[8];
    wire t5  = x[17] ^ x[11];
    wire t6  = x[12] ^ t5;
    wire t7  = x[14] ^ t3;
    wire t8  = x[1]  ^ x[9];
    wire t9  = x[2]  ^ x[3];
    wire t10 = x[3]  ^ t4;
    wire t11 = x[10] ^ t2;
    wire t12 = x[16] ^ x[1];
    wire t13 = x[0]  ^ t0;
    wire t14 = x[2]  ^ x[11];
    wire t15 = x[5]  ^ t1;
    wire t16 = x[6]  ^ t0;
    wire t17 = x[7]  ^ t1;
    wire t18 = x[8]  ^ t8;
    wire t19 = x[13] ^ t4;
    wire t20 = t0    ^ t1;
    wire t21 = t1    ^ t7;
    wire t22 = t3    ^ t12;
    wire t23 = t18   ^ t2;
    wire t24 = t15   ^ t9;
    wire t25 = t6    ^ t10;
    wire t26 = t7    ^ t9;
    wire t27 = t8    ^ t10;
    wire t28 = t11   ^ t14;
    wire t29 = t11   ^ t17;
    assign y[0] = t6  ^~ t23;
    assign y[1] = t13 ^~ t27;
    assign y[2] = t25 ^  t29;
    assign y[3] = t20 ^  t22;
    assign y[4] = t6  ^  t21;
    assign y[5] = t19 ^~ t28;
    assign y[6] = t16 ^~ t26;
    assign y[7] = t6  ^  t24;
endmodule
module sbox_inverse_top(
input   [ 7:0] x,
output  [20:0] y
);
    wire y17 = x[ 7] ^  x[ 4];
    wire y16 = x[ 6] ^~ x[ 4];
    wire y2  = x[ 7] ^~ x[ 6];
    wire y1  = x[ 4] ^  x[ 3];
    wire y18 = x[ 3] ^~ x[ 0];
    wire t0  = x[ 1] ^  x[ 0];
    wire y6  = x[ 6] ^~ y17 ;
    wire y14 = y16   ^  t0;
    wire y7  = x[ 0] ^~ y1;
    wire y8  = y2    ^  y18;
    wire y9  = y2    ^  t0;
    wire y3  = y1    ^  t0;
    wire y19 = x[ 5] ^~ y1;
    wire t1  = x[ 6] ^  x[ 1];
    wire y13 = x[ 5] ^~ y14;
    wire y15 = y18 ^    t1;
    wire y4  = x[ 3] ^  y6;
    wire t2  = x[ 5] ^~ x[ 2];
    wire t3  = x[ 2] ^~ x[ 1];
    wire t4  = x[ 5] ^~ x[ 3];
    wire y5  = y16   ^  t2;
    wire y12 = t1    ^  t4;
    wire y20 = y1    ^  t3;
    wire y11 = y8    ^  y20;
    wire y10 = y8    ^  t3;
    wire y0  = x[ 7] ^  t2;
    assign y[0 ] = y0 ;
    assign y[1 ] = y1 ;
    assign y[10] = y10;
    assign y[11] = y11;
    assign y[12] = y12;
    assign y[13] = y13;
    assign y[14] = y14;
    assign y[15] = y15;
    assign y[16] = y16;
    assign y[17] = y17;
    assign y[18] = y18;
    assign y[19] = y19;
    assign y[2 ] = y2;
    assign y[20] = y20;
    assign y[3 ] = y3;
    assign y[4 ] = y4;
    assign y[5 ] = y5;
    assign y[6 ] = y6;
    assign y[7 ] = y7;
    assign y[8 ] = y8;
    assign y[9 ] = y9;
endmodule
module sbox_inverse_out(
input  [17:0] x,
output [ 7:0] y
);
    wire t0  = x[ 2] ^ x[11];
    wire t1  = x[ 8] ^ x[ 9];
    wire t2  = x[ 4] ^ x[12];
    wire t3  = x[15] ^ x[ 0];
    wire t4  = x[16] ^ x[ 6];
    wire t5  = x[14] ^ x[ 1];
    wire t6  = x[17] ^ x[10];
    wire t7  = t0    ^ t1   ;
    wire t8  = x[ 0] ^ x[ 3];
    wire t9  = x[ 5] ^ x[13];
    wire t10 = x[ 7] ^ t4   ;
    wire t11 = t0    ^ t3   ;
    wire t12 = x[14] ^ x[16];
    wire t13 = x[17] ^ x[ 1];
    wire t14 = x[17] ^ x[12];
    wire t15 = x[ 4] ^ x[ 9];
    wire t16 = x[ 7] ^ x[11];
    wire t17 = x[ 8] ^ t2;
    wire t18 = x[13] ^ t5;
    wire t19 = t2    ^ t3;
    wire t20 = t4    ^ t6;
    wire t22 = t2    ^ t7;
    wire t23 = t7    ^ t8;
    wire t24 = t5    ^ t7;
    wire t25 = t6    ^ t10;
    wire t26 = t9    ^ t11;
    wire t27 = t10   ^ t18;
    wire t28 = t11   ^ t25;
    wire t29 = t15   ^ t20;
    assign y[ 0] = t9  ^ t16;
    assign y[ 1] = t14 ^ t23;
    assign y[ 2] = t19 ^ t24;
    assign y[ 3] = t23 ^ t27;
    assign y[ 4] = t12 ^ t22;
    assign y[ 5] = t17 ^ t28;
    assign y[ 6] = t26 ^ t29;
    assign y[ 7] = t13 ^ t22;
endmodule
module aes_inverse_sbox (
    input  [7:0] x,
    output [7:0] y
);
    wire [20:0] v1;
    wire [17:0] v2;
    sbox_inverse_top top(.x(x) , .y(v1));
    sbox_inverse_mid mid(.x(v1), .y(v2));
    sbox_inverse_out out(.x(v2), .y(y));
endmodule
module aes_forward_sbox (
    input  [7:0] x,
    output [7:0] y
);
    wire [20:0] v1;
    wire [17:0] v2;
    sbox_top top        (.x(x) , .y(v1));
    sbox_inverse_mid mid(.x(v1), .y(v2));
    sbox_out out        (.x(v2), .y(y));
endmodule
module aes_sbox (
    input decode,
    input  [7:0] x,
    output [7:0] y
);
    wire [7:0] y_forward, y_inverse;
    aes_forward_sbox sbox_fwd(.x(x), .y(y_forward));
    aes_forward_sbox sbox_inv(.x(x), .y(y_inverse));
    assign y = decode ? y_inverse : y_forward;
endmodule
==> design/flow/run.sh <==
#!/bin/bash
# OpenROAD 26Q1-2900-gdf79404cd8, Yosys 0.63+post, stock flow scripts
make -C /OpenROAD-flow-scripts/flow DESIGN_CONFIG=/design/flow/config.mk WORK_HOME=/design/flow/orfs finish
==> design/flow/config.mk <==
export PLATFORM = sky130hd
export DESIGN_NAME = aes_sbox
export DESIGN_NICKNAME = aes_sbox
export VERILOG_FILES = /design/flow/design.v
export SDC_FILE = /design/flow/constraint.sdc
export NUM_CORES = 4
export LEC_CHECK = 1
export CORE_AREA = 10 10 99 99
export DIE_AREA = 0 0 109 109
==> design/flow/constraint.sdc <==
current_design aes_sbox

set clk_period 7.0
set clk_io_pct 0.2

create_clock -name clk0 -period $clk_period

set non_clock_inputs [all_inputs -no_clocks]
set_input_delay [expr $clk_period * $clk_io_pct] -clock clk0 $non_clock_inputs
set_output_delay [expr $clk_period * $clk_io_pct] -clock clk0 [all_outputs]
==> impl_metrics.toml <==
# implementation run metrics
[status]
outcome = "finished clean"

[final_timing]
max_slew_margin = 0.516
max_freq_ghz = 0.147
hold_violations = 0
setup-violations-final = 0
period_used_share = 0.971
worst_pin_slew_ns = 0.718
final_max_slew_viol_count = 0
period_needed_ns = 6.80

[power]
fin_total_pwr_uw = 1770
p_per_area_nw_per_um2 = 686
p_leak_uw = 0.00113
peakVddDrop_v = 0.000342

[worst_setup_path]
cp-start-kind = "primary input"
path_max_fanout = 6
end_kind = "output pin"
critPathArrivalTime_ns = 5.40
startpoint = "x[5]"
crit_end = "y[5]"
cp.required_ns = 5.60
path_class = "in -> out"

[place]
place.gp.congestion = 0.854
place_area_sq_um = 2200
dpl.hpwl_um = 3440
port_buffers = 16

[layout]
utilization = 0.335
flop_area_sq_um = 0
layout-drive-gt1-share = 0.536
clock_buffers = 0
design_area_sq_um = 2590
ff_count = 0
fill_cells = 755
syn_to_final_growth_pct = 72.0

[routing]
routed_wl_um = 4290
first_pass_iters = 4
avgRoutedWirePerCell_um = 11.7
vias = 1581
drt_iter0_drc = 58
drtAntennaViolNets = 0
diodes = 0
vias_per_cell = 4.31
drc_errors = 0

[logic_synthesis]
ys_cells = 183
synth.cell_area_sq_um = 1500
ys_top_cells_by_area = "xnor2_1, xor2_1, xnor3_1"
synth_top_area_share = 0.192
yosysWarnings = 0
top_area_cell = "xnor2_1"
synth_seq_share = 0
syn_avg_cell_area_sq_um = 8.22
synthCells = 183
yosys.cell_types.count = 57
yosys_area_sq_um = 1500

[worst_hold_path]
whs_path_depth = 6
hp-start = "x[3]"
hp-class = "in -> out"

[global_route]
busiest_layer = "met2"
track_usage = 0.0726
overflow = 0
gr-usage-met1 = 0.101
grt_pass1_wl_um = 7230
met3_usage = 0.00657
grt_pass1_vias = 1537
antenna_found_initial = 0
grt_max_degree = 12
met2_usage = 0.125

[floorplanning]
ios = 17
rows = 32
die_y_um = 109
die_area_sq_um = 11900
die_w_um = 109
fp_util = 0.195
core_sq_um = 7730

[job]
maxCapViolations = 0
warnings = 33

[clock_tree]
cts.hold.buffers_added = 0
==> where the power goes <==
part           switching, uW  internal, uW
Sequential                 0             0
Clock                      0             0
Combinational            665          1110
Total                    665          1110
==> cells in the mapped netlist (3+ instances only) <==
library cell and instances:
buf_2 4, nand3_1 6, xnor2_1 33, nand2_1 7, xor2_1 16, o21ai_0 15, nor2_1 16, xnor3_1 4
or3_1 3, and3_1 3, clkbuf_1 3, a21oi_1 8, nor3_1 6, mux2i_1 4
==> through the flow <==
stage	TNS [ns]	setup slack (ns)	hold slack, ns	cells
final	0	0.201	3.59	367
after global routing	-0.0261	-0.0261	3.66	367
after CTS	0	0.00858	3.75	361
after detailed placement	-4.51	-0.643	4.22	351
after global placement	-4.26	-0.631	4.20	351
after floorplan	0	0.0691	3.10	183
==> worst min-delay path by stage <==
stage,endpoint,slack (ns)
6_report,y[4],3.59
5_1_grt,y[4],3.66
4_1_cts,y[4],3.75
==> layout make-up <==
cell class,instances,area [sq um],area share
multi-input cells,172,1760,0.679
inverters,2,7.51,0.00290
repair buffers,91,696,0.269
well taps,102,128,0.0493
==> logic make-up (layout without fill, tap and decap cells) <==
kind of cell,count (synthesis),after routing,share of synthesized area
AOI/OAI and AO/OA,46,46,0.229
adders and majority gates,2,2,0.0166
xor gates and xnor gates,61,61,0.460
muxes,5,5,0.0341
and+or+nand+nor,58,58,0.222
buffers and inverters,11,93,0.0383
==> critical path, cell delays in order <==
cell             delay, ns
clkbuf_4              0.16
buf_4                 0.16
xnor2_4               0.14
xnor2_2               0.19
inv_2                 0.06
ha_4                  0.21
or3_4                 0.39
and3_4                0.21
a211oi_4              0.43
nor2_4                0.12
buf_4                 0.16
nand3_1               0.05
and3_4                0.22
and2b_1               0.19
a221o_1               0.38
xor2_2                0.17
buf_4                 0.14
xnor2_2               0.13
clkdlybuf4s50_1       0.47
==> cell usage in the layout (no fill, tap or decap), types with 3 or more instances in the layout <==
| master | instances |
|---|---|
| o21ai_1 | 4 |
| xnor2_4 | 4 |
| xor2_1 | 13 |
| xnor2_1 | 21 |
| nand3_1 | 6 |
| xnor2_2 | 11 |
| nor2_4 | 3 |
| a211oi_4 | 3 |
| xor2_2 | 4 |
| a21oi_1 | 6 |
| buf_4 | 75 |
| xnor3_1 | 4 |
| clkdlybuf4s50_1 | 3 |
| clkbuf_2 | 4 |
| nand2_1 | 6 |
| mux2i_1 | 4 |
| o21ai_0 | 11 |
| nor2_1 | 12 |
| and3_4 | 4 |
| nor3_1 | 5 |
==> per-layer routing <==
layer | wire, um | share of wire
met1 | 2100 | 0.49
met2 | 2080 | 0.48
met5 | 0 | 0
met3 | 95 | 0.022
met4 | 16 | 0.0037
==> what timing repair did <==
item                                    in CTS  in global routing
buffers inserted                            10                  6
resized                                     63                 35
endpoints found under the setup margin       8                  8
pin swaps                                   26                 12
Power figures rest on the tool's default switching activity, not on a simulated workload.
